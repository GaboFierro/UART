**constraint.sdc**
```tcl
current_design pwm

set clk_period 2.1
set clk_io_pct 0.2

create_clock -name clk0 -period $clk_period [get_ports {clk}]

set non_clock_inputs [all_inputs -no_clocks]
set_input_delay [expr $clk_period * $clk_io_pct] -clock clk0 $non_clock_inputs
set_output_delay [expr $clk_period * $clk_io_pct] -clock clk0 [all_outputs]
```
**design.v**
```verilog
module vga_pwm (
    input ADC_CLK_10,
    input MAX10_CLK1_50,
    input MAX10_CLK2_50,
    output reg [3:0] VGA_R,
    output reg [3:0] VGA_G,
    output reg [3:0] VGA_B,
    output VGA_HS,
    output VGA_VS,
    output [7:0] HEX0,
    output [7:0] HEX1,
    output [7:0] HEX2,
    output [7:0] HEX3,
    output [7:0] HEX4,
    output [7:0] HEX5,
    input [1:0] KEY,
    output [9:0] LEDR,
    input [9:0] SW,
    output GSENSOR_CS_N,
    input [2:1] GSENSOR_INT,
    output GSENSOR_SCLK,
    inout GSENSOR_SDI,
    inout GSENSOR_SDO,
    output [1:0] GPIO   
);
localparam SPI_CLK_FREQ = 200;
localparam UPDATE_FREQ = 1;
wire reset_n = KEY[0];
wire clk, spi_clk, spi_clk_out;
wire data_update;
wire signed [15:0] data_x, data_y, data_z;
PLL ip_inst (
    .inclk0(MAX10_CLK1_50),
    .c0(clk),
    .c1(spi_clk),
    .c2(spi_clk_out)
);
spi_control #(.SPI_CLK_FREQ(SPI_CLK_FREQ), .UPDATE_FREQ(UPDATE_FREQ))
spi_ctrl (
    .reset_n(reset_n), .clk(clk), .spi_clk(spi_clk), .spi_clk_out(spi_clk_out),
    .data_update(data_update),
    .data_x(data_x), .data_y(data_y), .data_z(data_z),
    .SPI_SDI(GSENSOR_SDI), .SPI_SDO(GSENSOR_SDO), .SPI_CSN(GSENSOR_CS_N),
    .SPI_CLK(GSENSOR_SCLK), .interrupt()
);
reg [7:0] duty_cycle_x = 0;   
reg signed [15:0] prev_x = 0;   
always @(posedge clk) begin
    if (data_x != prev_x) begin
        if (data_x > prev_x) begin
            duty_cycle_x <= (duty_cycle_x < 100) ? duty_cycle_x + 5 : 100;
        end else begin
            duty_cycle_x <= (duty_cycle_x > 0) ? duty_cycle_x - 5 : 0;
        end
        prev_x <= data_x;
    end
end
pwm pwm_x (
    .clk(MAX10_CLK1_50),
    .enable(1),
    .duty_cycle(duty_cycle_x),
    .PWM(GPIO[0])
);
endmodule
module pwm (
    input clk,                   
    input enable,                
    input [7:0] duty_cycle,      
    output reg PWM               
);
    reg [7:0] counter = 0;
    always @(posedge clk) begin
        if (enable) begin
            counter <= counter + 1;
            PWM <= (counter < duty_cycle) ? 1 : 0;
        end else begin
            PWM <= 0;
        end
    end
endmodule
```
**config.mk**
```make
export PLATFORM = sky130hd
export DESIGN_NAME = pwm
export DESIGN_NICKNAME = pwm
export VERILOG_FILES = /design/flow/design.v
export SDC_FILE = /design/flow/constraint.sdc
export NUM_CORES = 4
export LEC_CHECK = 1
export CORE_AREA = 10 10 70 70
export DIE_AREA = 0 0 80 80
```
**run.sh**
```bash
#!/bin/bash
# OpenROAD 26Q1-2900-gdf79404cd8, Yosys 0.63+post, stock flow scripts
make -C /OpenROAD-flow-scripts/flow DESIGN_CONFIG=/design/flow/config.mk WORK_HOME=/design/flow/orfs finish
```
==> impl_metrics.py <==
# Flow results
metrics = {
    "drt": {
        "wl_um": 966,
        "first_pass_iters": 3,
        "drc": 0,
        "drtIter0Drc": 3,
        "via_per_inst": 3.53,
        "antenna_left": 0,
        "vias": 371,
        "diodes": 0,
        "wire_per_inst_um": 9.20,
    },
    "logic_synthesis": {
        "ys.flops": 9,
        "ys_warn_count": 1,
        "syn-instance-count": 45,
        "ys_chip_area_um2": 551,
        "synth_area_leader_cell": "edfxtp_1",
        "topCellsByArea": "edfxtp_1 44%, ha_1 18%, xnor2_1 6.4%, inv_1 5.5%, dfxtp_1 3.6%",
        "synth_cell_types": 19,
        "ys_cells": 45,
        "adder_share_pct": 18.2,
        "xor_share_pct": 9.55,
        "ys_sh_simple_pct": 8.86,
        "synth_top_area_share_pct": 43.6,
        "netlist_area_um2": 551,
        "synth-compound-area-share_pct": 10.7,
        "mux_share_pct": 0,
        "top_logic_kind": "adder cells",
        "ys_seq_share_pct": 47.3,
        "avgSynthCellArea_um2": 12.2,
    },
    "pwr": {
        "clkPwrFrac_pct": 28.6,
        "p_switching_w": 0.000105,
        "p_leak_nw": 0.305,
        "seqPwrFrac_pct": 52.7,
        "finalPower_w": 0.000446,
        "peakVddDrop_mv": 0.260,
        "powerDensity_mw_per_mm2": 607,
        "comb_power_share_pct": 18.6,
        "internal_power_w": 0.000340,
        "power.share.switching_pct": 23.7,
    },
    "sta": {
        "fmax_mhz": 614,
        "setup_violations": 0,
        "drv_slew": 0,
        "tns_ns": 0,
        "skew_ns": 0.00284,
        "rsz0062_at_grt": "false",
        "final-hold-violation-count": 0,
        "finalClockPeriodUsage_pct": 77.5,
        "slew-limit-headroom_pct": 71.0,
        "tightestPinTransition_ns": 0.434,
        "min_period_ns": 1.63,
    },
    "place": {
        "dpl.hpwl_um": 775,
        "place_area_um2": 708,
        "place_congestion": 0.719,
        "dp_cells": 101,
        "port_buffers": 10,
    },
    "setup_path": {
        "crit_family": "AND-OR/OR-AND gates",
        "critical_path_buf_inv_count": 2,
        "crit_arrival_ns": 1.80,
        "cp-start-kind": "input pin",
        "cp_slowest_cell": "clkdlybuf4s50_1",
        "worstPathCellList": "clkdlybuf4s50_1 > inv_1 > ha_1 > a211oi_2 > o21ai_1 > a221oi_2",
        "crit_required_ns": 2.27,
        "cp_num_cells": 6,
        "worstPathMaxFanout": 2,
        "slowest_delay_ns": 0.45,
        "r2r_cells": 4,
        "path_class": "in2reg",
        "endpoint_kind": "flip-flop",
    },
    "clock_tree": {
        "cts.clk_slew.worst_paths_ns": 0.05,
        "postCtsSetupBuffers": 0,
        "cts-root-buf": "clkbuf_4",
        "htree_levels": 1,
        "post_cts_resize_count": 0,
        "tritoncts": "yes",
        "cts_hold_buf": 0,
        "cts_sinks": 9,
        "numCtsBuffers": 3,
        "clock_path_buffers": 2,
        "clk-insertion-delay-late_ns": 0.25,
    },
    "die": {
        "fp-utilization_pct": 16.1,
        "ios": 11,
        "core_mm2": 0.00342,
        "dieArea_mm2": 0.00640,
        "die_h_um": 80,
        "row_count": 21,
        "die_w_um": 80,
    },
    "final_layout": {
        "layout.cells.non_filler": 105,
        "final_area_um2": 734,
        "syn2layout_area_growth_pct": 33.4,
        "n_fill_cell": 373,
        "most-common-layout-cells": "10 x clkdlybuf4s50_1, 8 x inv_1, 8 x ha_1, 8 x edfxtp_1, 4 x xnor2_1",
        "layout-drive-gt1-share_pct": 8.47,
        "layout_top_cell": "clkdlybuf4s50_1",
    },
    "min_path": {
        "min_path_cells": 1,
        "hp-class": "reg2reg",
    },
    "global_routing": {
        "grt_usage_pct": 3.14,
        "grt_antenna_before_repair": 0,
        "grt_pass1_wl_um": 1640,
        "grt_max_degree": 10,
        "grt_overflow": 0,
        "grt_pass1_vias": 376,
    },
    "run": {
        "log.warning_count": 25,
        "drv_cap": 0,
    },
    "outcome": {
        "status": "complete, no violations",
    },
}
[worst reg2reg max path, cell delays in order, from the launching register on]
cell and delay (ns):
edfxtp_1 0.44, ha_1 0.34, a211oi_2 0.21, o21ai_1 0.11, a221oi_2 0.26
[power by group through the flow]
stage	Clock (W)	Sequential (W)	Combinational, W
final	0.000127	0.000235	0.0000831
after global routing	0.000143	0.000238	0.0000944
after CTS	0.000135	0.000235	0.0000842
[final timing paths]
kind,start,to,slack (ns)
worst min register to register,counter[7],counter[7],0.60
worst max-delay path,duty_cycle[3],PWM,0.47
worst max register to register,counter[3],PWM,0.66
worst min-delay path,counter[7],counter[7],0.60
[state kept, by name, summed over array words and instances, names as in the netlist]
name     cells
counter      8
PWM          1
[cells in the mapped netlist]
cell type / number
xnor2_1: 4
nor3b_1: 1
o21ai_1: 1
nand2_1: 1
and3_1: 1
edfxtp_1: 8
o211ai_1: 1
o2111a_1: 1
nand4_1: 1
nand3_1: 2
and4_1: 1
xor2_1: 2
dfxtp_1: 1
a211oi_2: 1
a221oi_2: 1
inv_1: 8
nand2b_1: 1
ha_1: 8
a21o_1: 1
[cell families after synthesis]
group / count (synthesis)
buf+inv: 8
fa+ha+maj: 8
simple gates: 8
xor+xnor: 6
compound gates: 6
flops: 9
[per-layer routing]
metal	wire, um	global-route usage, %	vias to the layer above
met5	0	0	-
met2	372	4.57	11
met3	89	1.93	2
li1	-	-	193
met4	10	0.352	0
met1	493	3.99	165
[area by class of cell]
type	instances	area, um2	share of cell area [%]
flip-flops and latches	9	260	35.4
clock buffers	4	26.3	3.58
well taps	46	57.6	7.84
multi-input cells	28	260	35.4
repair buffers	10	100	13.6
inverters	8	30.0	4.09
[through the flow]
stage / hold slack, ns / setup WS [ns] / utilization (%)
floorplan: 0.532 / 0.739 / -
global placement: 0.581 / 0.226 / 20.7
detailed placement: 0.580 / 0.208 / 20.7
CTS: 0.598 / 0.481 / 21.5
global route: 0.637 / 0.431 / 21.5
finish: 0.595 / 0.472 / 21.5
Power and IR drop assume default switching activity.
